### config.mk
export PLATFORM = sky130hd
export DESIGN_NAME = countgen
export DESIGN_NICKNAME = countgen
export VERILOG_FILES = /design/flow/design.v
export SDC_FILE = /design/flow/constraint.sdc
export NUM_CORES = 4
export LEC_CHECK = 1
export CORE_UTILIZATION = 40
### constraint.sdc
current_design countgen

set clk_period 14.5
set clk_io_pct 0.2

create_clock -name clk0 -period $clk_period [get_ports {clk_i}]

set non_clock_inputs [all_inputs -no_clocks]
set_input_delay [expr $clk_period * $clk_io_pct] -clock clk0 $non_clock_inputs
set_output_delay [expr $clk_period * $clk_io_pct] -clock clk0 [all_outputs]
### design.v
module countgen_counter(
  clk,
  rst,
  in,
  period);
  parameter scan_window = 64;
  input wire clk;
  input wire rst;
  input wire in;
  output reg [31:0] period;
  reg [scan_window-1:0] past;
  reg [31:0] counter;
  reg state;
  always @(posedge clk) begin
    if (rst) begin
      period <= 0;
      past <= 0;
      state <= 0;
    end else begin
      past = {past[scan_window-2:0], in};
      if (& past[scan_window-1:0] && ~state) begin
        period <= counter + 1;
        counter <= 0;
        state <= 1;
      end else if (~|past[scan_window-1:0] && state) begin
        state <= 0;
        counter <= counter + 1;      
      end else begin
       counter <= counter + 1;      
      end
    end
  end
endmodule
module countgen_generator(
  clk,
  rst,
  out,
  period);
  input wire clk;
  input wire rst;
  output reg out;
  input wire [31:0] period;
  reg [31:0] counter;
  always @(posedge clk) begin
    if (rst) begin
      counter <= 0;
      out <= 0;
    end else begin
      if (counter + 1 < period >> 1) begin
        counter <= counter + 1;
        out <= out;
      end else begin
        counter <= 0;
        out <= ~out;
      end
    end
  end
endmodule
module countgen(
		    clk_i,          
		    rst_i,          
		    cyc_i,          
		    stb_i,          
		    adr_i,          
		    we_i,           
		    dat_i,          
		    dat_o,          
		    ack_o,          
                    countgen_io
                    );
  parameter num_io_pins = 8;  
  input  wire 	    clk_i;          
  input  wire 	    rst_i;          
  input  wire 	    cyc_i;          
  input  wire 	    stb_i;          
  input  wire [5:0] adr_i;          
  input  wire 	     we_i;           
  input  wire [31:0] dat_i;          
  output reg [31:0]  dat_o;          
  output wire 	     ack_o;          
  inout [num_io_pins-1:0] countgen_io;
  reg [num_io_pins-1:0] countgen_dir;
  reg [31:0] countgen_genfreq[num_io_pins-1:0];
  wire [31:0] countgen_counters[num_io_pins-1:0];
  wire [num_io_pins-1:0] countgen_in;
  wire [num_io_pins-1:0] countgen_out;
  genvar i;
  generate
    for (i=0;i<num_io_pins;i=i+1) begin: iopins
      assign countgen_io[i] = (countgen_dir[i]) ? countgen_out[i]: 1'bz;
      assign countgen_in[i] = (countgen_dir[i]) ? countgen_out[i] : countgen_io[i];
      countgen_generator generators(clk_i, rst_i, countgen_out[i], countgen_genfreq[i]);
      countgen_counter counters(clk_i, rst_i, countgen_in[i], countgen_counters[i]);
    end
  endgenerate
  always @(posedge clk_i)
    if (rst_i) begin
      countgen_dir <= 0;
    end else 
      if (stb_i & cyc_i & ~we_i) 
        dat_o <= (adr_i == 0) ? countgen_dir : countgen_counters[(adr_i >> 2) - 1];
      else if (stb_i & cyc_i & we_i) begin
        if (adr_i > 0) 
          countgen_genfreq[(adr_i >> 2) - 1] = dat_i;
        else
          countgen_dir <= dat_i[num_io_pins-1:0];
      end
  assign ack_o = cyc_i & stb_i;
endmodule
### run.sh
#!/bin/bash
# OpenROAD 26Q1-2900-gdf79404cd8, Yosys 0.63+post, stock flow scripts
make -C /OpenROAD-flow-scripts/flow DESIGN_CONFIG=/design/flow/config.mk WORK_HOME=/design/flow/orfs finish
==> flow_metrics.tcl <==
# yosys + openroad results
set metrics [dict create \
    cts_buffer_depth 3 \
    synth.cell_area_mm2 0.0671 \
    hold_buffers 0 \
    die_h_um 412 \
    die_w_um 412 \
    ys_seq_share_pct 55.0 \
    cts_resized 0 \
    ys_cells 6415 \
    synth-xor-area-share_pct 6.30 \
    fp-row-count 149 \
    mux_share_pct 3.52 \
    ys_ff 1576 \
    yosysUniqueCellTypes 77 \
    cts_sinks 1576 \
    ys_sh_adder_pct 4.87 \
    synth-main-ff-cell "dfxtp_1" \
    failed_stage "4_1_cts" \
    cts-buffers-inserted 167 \
    synth-simple-area-share_pct 21.9 \
    hpwlAfterDp_um 108000 \
    synth.logic.top_family "simple AND/OR/NAND/NOR gates" \
    synth_warnings 4 \
    port_buffers 75 \
    stop_error "[error] [KeplerFormal.cpp:679] Workflow failed: Iso has multiple drivers: .countgen_io2, countgen_io[2]$_SDFFE_PP0P_.Q0" \
    fp_util_pct 40.5 \
    syn_inst 6415 \
    boundaryPins 84 \
    syn_area_per_cell_um2 10.5 \
    yosys-stat-area_mm2 0.0671 \
    cts_root_buf "clkbuf_16" \
    synthAoiAreaFrac_pct 4.50 \
    synth-edff-count 536 \
    cts_max_level 4 \
    post_cts_buffers 0 \
    synthArstFlopShare_pct 0 \
    gp_congestion 0.942 \
    status "did not finish" \
]
kinds of logic after synthesis:
group / after synthesis
simple gates: 2741
flops: 1576
buf+inv: 678
xor+xnor: 483
compound gates: 460
fa+ha+maj: 261
mux: 215
other cells: 1
Yosys cell counts (all sizes together) (134+ instances only):
library cell	count	share of area [%]
clkbuf	181	1.0
nor2	690	3.9
xnor2	263	3.4
edfxtp	536	24
a21oi	134	1.0
nor4	173	1.7
xor2	220	2.9
inv	451	2.5
nor2b	729	6.9
nand2	326	1.8
nand4	290	2.7
ha	261	4.9
dfxtp	1040	31
nand3	210	1.6
mux2	166	2.8
through the flow:
| stage | std cells | setup slack [ns] | cell area [µm²] |
|---|---|---|---|
| 2_1_floorplan | 6422 | 3.12 | 67100 |
| 3_3_place_gp | 8540 | 7.52 | 70500 |
| 3_5_place_dp | 8540 | 7.59 | 70500 |
